File: design/flow/run.sh
#!/bin/bash
# OpenROAD 26Q1-2900-gdf79404cd8, Yosys 0.63+post, stock flow scripts
make -C /OpenROAD-flow-scripts/flow DESIGN_CONFIG=/design/flow/config.mk WORK_HOME=/design/flow/orfs finish
File: design/flow/config.mk
export PLATFORM = sky130hd
export DESIGN_NAME = spi
export DESIGN_NICKNAME = spi
export VERILOG_FILES = /design/flow/design.v
export SDC_FILE = /design/flow/constraint.sdc
export NUM_CORES = 4
export LEC_CHECK = 1
export CORE_UTILIZATION = 30
File: design/flow/constraint.sdc
current_design spi

set clk_period 1.0
set clk_io_pct 0.2

create_clock -name clk0 -period $clk_period

set non_clock_inputs [all_inputs -no_clocks]
set_input_delay [expr $clk_period * $clk_io_pct] -clock clk0 $non_clock_inputs
set_output_delay [expr $clk_period * $clk_io_pct] -clock clk0 [all_outputs]
File: design/flow/design.v
module spi(
	i_clk,i_rstn,
	i_cpol,i_cpha,
	o_sck,i_sdi,o_sdo,o_csn,
	o_ready,
	i_tx_en,i_tx_data,
	o_rx_data,o_rx_valid
);
parameter P_WIDTH = 32;
input i_clk;
input i_rstn;
output o_sck;
input i_sdi;
output o_sdo;
output o_csn;
input i_tx_en;
input [P_WIDTH-1 :0] i_tx_data;
output o_rx_valid;
output [P_WIDTH-1 :0] o_rx_data;
output o_ready;
input i_cpha;
input i_cpol;
reg [P_WIDTH-1:0] tx_buff;
reg [P_WIDTH-1:0] rx_buff;
reg [$clog2(P_WIDTH):0] count;
wire clk_p;
wire clk_n;
wire clk_rx_ph0;
wire clk_rx_ph1;
wire clk_tx_ph0;
wire clk_tx_ph1;
wire clk_rx;
wire clk_tx;
wire clk_out_pol0;
wire clk_out_pol1;
wire clk_out;
reg rx_valid;
assign clk_p = i_clk;
assign clk_n = ~i_clk;
assign clk_rx = i_cpha ? clk_n : clk_p;
assign clk_tx = i_cpha ? clk_p : clk_n;
assign clk_out = i_cpol ? clk_n | (~shift_en) : clk_p &(shift_en);
always @(posedge clk_tx ,negedge i_rstn) begin
	if(~i_rstn) begin
		count<='b0;
	end else begin
		if (count==0) begin
			if(i_tx_en) begin
				count<=P_WIDTH;
			end
		end else begin
			count<=count-1;
		end
	end
end
assign shift_en = count !=0;
assign csn=count==0;
always @(posedge clk_tx,negedge i_rstn) begin
	if(~i_rstn) begin
		tx_buff<=1'b0;
	end else begin
		if(~shift_en) begin
			tx_buff<=i_tx_data;
		end else begin
			tx_buff<={1'b0,tx_buff[P_WIDTH-1:1]};
		end
	end
end
always @(posedge clk_rx,negedge i_rstn) begin
	if(~i_rstn) begin
		rx_buff<='b0;
	end else begin
		if(~csn) begin
			rx_buff<={i_sdi,rx_buff[P_WIDTH-1:1]};
		end
	end
end
always @(posedge clk_tx,negedge i_rstn) begin
	if(~i_rstn) begin
		rx_valid<=1'b0;
	end else begin
		rx_valid<=count==1;
	end
end
assign o_sck=clk_out;
assign o_sdo=tx_buff[0];
assign o_csn=csn;
assign o_rx_valid = rx_valid;
assign o_ready = csn;
assign o_rx_data = rx_buff;
endmodule
==> reports/metrics.csv <==
stage;metric;value;unit
synthesis;Yosys chip area;0.00299;mm^2
route;routed len/inst;12.1;um
synthesis;Main synth FF type;dfrtp_1;
power;VDD IR max;0.0000835;V
cells_and_area;Top Layout Cells;dfrtp_1, clkdlybuf4s50_1, mux2_4;
synthesis;Post-synth EDFFs;0;
place;Final GP Congestion;0.831;
place;Detail Placement HPWL;3.32;mm
route;antenna viol nets, final;0;
synthesis;and+or+nand+nor area frac;0.0259;
timing;period utilisation layout;0.951;
floorplan;I/O pin total;75;
worst_setup_path;Crit path required time;0.80;ns
cells_and_area;fillers;929;
route;Vias;1586;
worst_setup_path;worst-path fanout max;2;
synthesis;Mapped Area;0.00299;mm^2
timing;worst setup margin;0.0491;ns
worst_setup_path;crit path kind;input pin to output pin;
global_route;first-pass GRT wire length;7.50;mm
timing;min Tclk post-route;0.951;ns
synthesis;Adder-Cell Fraction of Synth Area;0.00837;
floorplan;Rows;36;
cells_and_area;layout cells sized above 1;0.280;
route;Post-Route WL;4.58;mm
route;TritonRoute pass-1 iters;3;
synthesis;share of the synthesized area in the top cell type;0.594;
job;Max Cap Viol;0;
power;Design Power;1.11;mW
job;Tool Warnings;33;
timing;final tally of setup violations;0;
timing;Max-slew headroom;0.490;
global_route;total gr overflow;0;
timing;number of unconstrained endpoints;107;
floorplan;Core Area;0.00973;mm^2
cells_and_area;Finished Core Util;0.391;
global_route;initial antenna violation count;0;
route;drt drc;0;
worst_setup_path;Arr. time, crit path;0.75;ns
place;Port Buffers;75;
synthesis;synthesized area per cell;17.1;um^2
cts;cts hold-fix bufs;0;
synthesis;Cell variety after synth;26;
floorplan;Die Span X;102;um
cells_and_area;Area growth syn-to-layout;27.2;%
cells_and_area;logic area;0.00107;mm^2
timing;final hold violations;0;
synthesis;Cell area leaders;dfrtp_1, mux2_4, mux2_2, buf_12, mux2_1;
synthesis;Yosys warning count;3;
global_route;vias in the first global route;1540;
timing;max frequency;1.05;GHz
timing;RSZ-0062 raised after global routing;false;
synthesis;leading area contributor after synthesis;dfrtp_1;
global_route;Total Routing Usage GR;0.0908;
route;Antenna Cells;0;
hold_path;Worst Hold Class;input pin to output pin;
route;initial DRC count;61;
cells_and_area;register area;0.00178;mm^2
place;Setup Slack @ Placement;-0.579;ns
synthesis;Post-Synth XOR/XNOR Area;0.00879;
synthesis;Post-synth ARST share;1.00;
power;pwr/cell area;291;mW/mm^2
synthesis;#FFs+latches synth;71;
worst_setup_path;CP Launch Type;input pin;
synthesis;register area share after synthesis;0.594;
synthesis;mux frac, synth;0.295;
floorplan;Initial Utilization;0.307;
timing;setup TNS;0;ns
global_route;pin count of the biggest net entering global routing;49;
power;leakage;1.68;nW
outcome;status;finished clean;
timing;Slew Limit Fails;0;
synthesis;comb area leader;multiplexers;
floorplan;Die Y;102;um
timing;register pins left without a clock;71;
synthesis;ys cells;175;
route;vias per inst;4.18;
worst_setup_path;Worst Setup End Kind;output pin;
floorplan;Die ar.;0.0104;mm^2
synthesis;Compound Share, Synth;0.0176;
timing;Tightest Pin Transition;0.765;ns
synthesis;Mapped Cells;175;
worst paths after layout:
| kind | from | to | cells after the start |
|---|---|---|---|
| setup / recovery | i_clk | o_sck | 4 |
| hold / removal | i_cpol | o_sck | 3 |
through the flow:
step,std cells,instance area (um^2),hold WS (ns)
final,379,3800,0.768
after global routing,379,3800,0.780
after detailed placement,379,3810,1.33
after global placement,379,3810,1.34
after floorplan,175,2990,0.431
after CTS,379,3800,0.769
area by class of cell:
cell class,count,share of cell area
Tap cell,133,0.0437
Sequential cell,71,0.467
Multi-Input combinational cell,91,0.281
Timing Repair Buffer,79,0.203
Inverter,5,0.00526
timing repair:
item	CTS	global route
hold endpoints to repair	0	0
endpoints found under the setup margin	1	0
resized	6	0
buffers inserted	0	0
power by group:
| part | internal [mW] | switching, mW |
|---|---|---|
| registers | 0.384 | 0.0769 |
| clock network | 0 | 0 |
| logic | 0.421 | 0.226 |
| total | 0.805 | 0.303 |
flip-flops by register name, summed over array words and instances, names as in the netlist:
name      flops
count         6
rx_valid      1
rx_buff      32
tx_buff      32
logic make-up (layout without fill, tap and decap cells):
kind of cell               count (synthesis)  count (layout)
DFF                                       71              71
AOI/OAI and AO/OA                          8               8
muxes                                     65              65
buffers and inverters                     13              84
and+or+nand+nor                           13              13
adders and majority gates                  2               2
xor gates and xnor gates                   3               3
routing by layer:
metal / wire length [um] / track usage / vias to the layer above
li1: - / - / 743
met1: 2340 / 0.150 / 794
met2: 2010 / 0.146 / 49
met3: 224 / 0.00487 / 0
met4: 0 / 0 / 0
met5: 0 / 0 / -
cell usage after synthesis, types with 2 or more instances:
master	count
buf_4	2
buf_12	5
mux2_4	40
inv_1	4
mux2_2	18
a21oi_1	2
dfrtp_1	71
nor3_1	3
xnor2_1	3
o21ai_0	2
ha_1	2
mux2_1	7
nor2_1	2
and2_1	2
worst max-delay path, stage by stage:
cell	delay (ns)
dlygate4sd2_1	0.24
o21ai_1	0.09
xnor2_1	0.12
buf_2	0.10
Power figures rest on the tool's default switching activity, not on a simulated workload.
